`/design/flow/config.mk`:
```
export PLATFORM = sky130hd
export DESIGN_NAME = mintz80_mmu
export DESIGN_NICKNAME = mintz80_mmu
export VERILOG_FILES = /design/flow/design.v
export SDC_FILE = /design/flow/constraint.sdc
export NUM_CORES = 4
export LEC_CHECK = 1
export CORE_AREA = 10 10 103 103
export DIE_AREA = 0 0 113 113
```
`/design/flow/constraint.sdc`:
```
current_design mintz80_mmu

set clk_period 3.8
set clk_io_pct 0.2

create_clock -name clk0 -period $clk_period [get_ports {clk}]

set non_clock_inputs [all_inputs -no_clocks]
set_input_delay [expr $clk_period * $clk_io_pct] -clock clk0 $non_clock_inputs
set_output_delay [expr $clk_period * $clk_io_pct] -clock clk0 [all_outputs]
```
`/design/flow/design.v`:
```
module mintz80_mmu(clk,sysclk,reset,rd,wr,a07,a1513,data,mreq,iorq,ramen,romen,b14,b16,beep,extio);
	input clk;
	output sysclk;
	input reset;
	input rd;
	input wr;
	input [7:0]a07;
	input [15:13]a1513;
	inout [7:0] data;
	input mreq;
	input iorq;
	output romen;
	output ramen;
	output b14;
	output b16;
	output beep;
	output extio;
	wire romen;
	wire ramen;
	wire memmapwr;
	wire [1:0]banksel;
	wire ioe;
	wire [5:0]clkdivide;
	wire [1:0]memmapdta;
	reg memmaplock;
	assign romen = (mreq || banksel[0]);	 
	assign ramen = (mreq || ~banksel[0]);	 
	assign b16=banksel[1];
	assign b14=(banksel[0]==0) ? banksel[1] : a1513[14];
	assign ioe = !iorq && a07[7] && a07[6] && ~a07[5] && a07[4];
	assign memmapwr = (!wr && ioe && a07[3]);
	assign memmaprd = (!rd && ioe && a07[3]);
	assign clk_or_beep = (ioe && ~a07[3] && ~a07[2] && ~a07[1] );
	assign clkdivide_e_wr = ( !wr && clk_or_beep && ~a07[0] );
	assign clkdivide_e_rd = ( !rd && clk_or_beep && ~a07[0] );
	assign beep_rd = (!rd && clk_or_beep && a07[0]);	 
	assign beep_wr = (!wr && clk_or_beep && a07[0]);	 
	assign extio = memmaplock;
	reg beep;
	always@(posedge beep_wr)
		beep <= ~beep;
	always@(posedge beep_wr,posedge beep_rd, negedge reset) begin
		if (reset == 0) begin
			memmaplock <= 0;
		end else if ( beep_wr == 1 ) begin
			memmaplock <= 0;
		end else if ( beep_rd == 1 ) 	
			memmaplock <= 1;
	end
	clkgen clkgen(
		.clk (clk),
		.cpuclk (sysclk),
		.clkdivide (clkdivide[5:0])
	);
	clkdivide_r clkdivide_r(
		.reset (reset),
		.clkdivide_e_wr (clkdivide_e_wr),
		.clkdivide (clkdivide[5:0]),
		.data (data[5:0])
	);
	dio dio(
		.data (data),
		.memmaprd (memmaprd),
		.memmapdta (memmapdta[1:0]),
		.clkdivide_e_rd (clkdivide_e_rd),
		.clkdivide (clkdivide[5:0])
	);
	memmap memmap(
		.reset (reset),
		.memmapwr (memmapwr),
		.memmapdta (memmapdta[1:0]),
		.adr (a07[2:0]),
		.data (data[1:0]),
		.outsel (a1513[15:13]),
		.out (banksel[1:0]),
	);
endmodule
module clkgen(clk,cpuclk,clkdivide);
	input clk;
	output cpuclk;
	input [5:0]clkdivide;
	reg [5:0]cpucnt;
	reg cpuclk;
	always @(posedge clk) begin
		if (cpucnt == clkdivide) begin
		   cpuclk <= ~cpuclk;
		   cpucnt <= 6'd0;
		end
		else
			cpucnt <= cpucnt + 6'd1;
	end
endmodule
module clkdivide_r(reset,clkdivide_e_wr,clkdivide,data);
	input reset;
	input clkdivide_e_wr;
	output [5:0]clkdivide;
	input [5:0]data;
	reg [5:0]clkdivide;
	initial clkdivide <= 6'h00;
	always @(posedge clkdivide_e_wr,negedge reset) begin
		if (reset == 0) begin
			clkdivide <= 6'h00;
		end
		else begin
			clkdivide <= data[5:0];
		end
	end
endmodule
module dio(data,memmaprd,memmapdta,clkdivide_e_rd,clkdivide);
	output [7:0]data;
	input memmaprd;
	input [1:0]memmapdta;
	input clkdivide_e_rd;
	input [5:0]clkdivide;
	assign data = (clkdivide_e_rd) ? {{2'd0,clkdivide}} : (memmaprd) ? {{6'd0,memmapdta}} : 8'bZ;
endmodule
module memmap(reset,memmapwr,adr,data,memmapdta,outsel,out); 
	input reset;
	input memmapwr;
	input [2:0]adr;
	input [1:0]data;
	output [1:0]memmapdta;
	input [2:0]outsel;
	output [1:0]out;
	reg [1:0]memmap [7:0];
	assign memmapdta = memmap[adr];
	assign out = memmap[outsel];
	always @(negedge reset, posedge memmapwr) begin
		if (reset == 0) begin
			memmap[3'd0] <= 2'd0;
			memmap[3'd1] <= 2'd1;
			memmap[3'd2] <= 2'd1;
			memmap[3'd3] <= 2'd1;
			memmap[3'd4] <= 2'd1;
			memmap[3'd5] <= 2'd1;
			memmap[3'd6] <= 2'd1;
			memmap[3'd7] <= 2'd1;
		end
		else begin
			memmap[adr] <= data;
		end
	end
endmodule
```
`/design/flow/run.sh`:
```
#!/bin/bash
# OpenROAD 26Q1-2900-gdf79404cd8, Yosys 0.63+post, stock flow scripts
make -C /OpenROAD-flow-scripts/flow DESIGN_CONFIG=/design/flow/config.mk WORK_HOME=/design/flow/orfs finish
```
==> flow_summary.ini <==
; yosys + openroad results
[outcome]
run_status = finished clean

[route]
route.vias.total = 1025
detail_route.first_pass.iterations = 4
antenna_nets_post_route = 0
vias_per_cell = 3.88
antennaDiodeCount = 0
routed_wl_um = 3280
detail_route.wl_per_cell_um = 12.4
drc_violations_left = 0
drtIter0Drc = 30

[final_timing]
slew-limit-headroom_pct = 58.8
rsz_0062_raised_after_global_routing = no
timing.final.max_slew_violations = 0
final.hold.worst_slack_ps = 473
layout_worst_path_cycle_share_pct = 95.9
untimed_endpoints = 25
max_slew.worst_pin.slew_ps = 614
finalSetupViolCount = 0
worst_clock_skew_ps = 2.90
setup_tns_ps = 0
count_of_unclocked_register_or_latch_pins = 24
period_minus_slack_ps = 3650
fmax_ghz = 0.274
timing_hold_violations_final = 0

[cts]
cts_setup_buffers = 0
cts_made_buffers = 3
postCtsHoldBufs = 0
clk_root_buffer_cell = sky130_fd_sc_hd__clkbuf_8
clk_pin_slew_ps = 40
h-tree-depth = 1
tritoncts = yes
maximum_buffer_depth_of_the_clock_tree = 2
post_cts_resize_count = 0
clock.latency.late_pin_ps = 220

[floorplanning]
die_area_um2 = 12800
floorplanUtilization_pct = 18.6
num_rows = 33
die_w_um = 113
die-height_um = 113
floorplan.core_area_um2 = 8300
ioPinCount = 32

[job]
stage_log_warnings = 25
timing.max_cap.violations = 0

[setup_path]
timing.critical_path.required_ps = 3040
worstSetupEndpointType = output pin
critPathMaxFanout = 10
setup.worst_path.start_class = input pin
setup.worst_path.class = input pin to output pin
critical_path_arrival_ps = 2890

[yosys]
synthesis.instances = 152
yosys.area.top_type_share_pct = 26.0
fraction_of_synthesized_cell_area_in_xor_and_xnor_cells_pct = 5.68
synthAdderAreaFrac_pct = 0.812
post_synth.cell_area_avg_um2 = 10.1
edf_count = 1
logic_family = simple AND/OR/NAND/NOR gates
synth_cell_type_count = 44
synth_stat.cells = 152
synth.largest_area_cell = sky130_fd_sc_hd__dfrtp_1
ys.warnings.count = 12
synth.yosys.seq_area_share_pct = 48.9
synth_top_flop_cell = sky130_fd_sc_hd__dfrtp_1
yosys_stat_area_um2 = 1540
synthArstFlopShare_pct = 74.2
synthesis.area_um2 = 1540
yosys_register_bits = 31
aoi_share_pct = 8.44
synth_simple_gate_area_share_pct = 21.1
synth.mux.area_fraction_pct = 5.52
topCellsByArea = sky130_fd_sc_hd__dfrtp_1 26%, sky130_fd_sc_hd__dfstp_2 12%, sky130_fd_sc_hd__dfxtp_1 9.1%, sky130_fd_sc_hd__mux2i_1 4.5%, sky130_fd_sc_hd__clkbuf_1 3.7%

[final_layout]
syn2layout_area_growth_pct = 19.8
nFillCells = 872
drive_above_1_share_pct = 11.3

[placed_design]
dp_hpwl_um = 2660
buffer_ports.inserted = 23
gp_congestion = 0.828

[power_and_ir_drop]
power_leakage_nw = 0.716
vdd.ir_drop.worst_v = 0.000118
power_density_nw_per_um2 = 218

[grt]
globalRoute.totalOverflow = 0
grt.total_usage_pct = 5.06
vias_in_the_first_global_route = 1097
grt_max_degree = 24
antenna_violations_before_repair = 0
wire_length_of_the_first_global_routing_pass_um = 5460

[min_path]
min_path_type = register to register
==> cell families (layout without fill, tap and decap cells) <==
group                    Yosys count  in the layout
buffers and inverters             28             34
flip-flops                        31             31
multiplexers                       8              8
AND-OR/OR-AND                     17             17
XOR/XNOR                          10             10
other                              2              3
AND/OR/NAND/NOR                   55             55
adder cells (fa/ha/maj)            1              1
==> cells in the final DEF (no fill, tap or decap), types with 5 or more instances in the layout <==
| master | n |
|---|---|
| sky130_fd_sc_hd__dfstp_2 | 7 |
| sky130_fd_sc_hd__nor2_1 | 9 |
| sky130_fd_sc_hd__dfxtp_1 | 7 |
| sky130_fd_sc_hd__clkdlybuf4s50_1 | 23 |
| sky130_fd_sc_hd__nand2_1 | 9 |
| sky130_fd_sc_hd__nor3b_1 | 6 |
| sky130_fd_sc_hd__dfrtp_1 | 16 |
| sky130_fd_sc_hd__xnor2_1 | 6 |
| sky130_fd_sc_hd__nor2b_1 | 5 |
| sky130_fd_sc_hd__mux2i_1 | 7 |
==> worst max-delay path, stage by stage <==
cell,delay (ps)
sky130_fd_sc_hd__clkdlybuf4s50_1,690
sky130_fd_sc_hd__mux2i_1,240
sky130_fd_sc_hd__nor3b_1,80
sky130_fd_sc_hd__o32ai_2,360
sky130_fd_sc_hd__mux2_4,330
sky130_fd_sc_hd__clkdlybuf4s50_1,420
==> state kept, by name, summed over array words and instances, names as in the netlist <==
| signal | cells |
|---|---|
| memmaplock | 1 |
| clkgen.cpucnt | 6 |
| beep | 1 |
| clkdivide_r.clkdivide | 6 |
| clkgen.cpuclk | 1 |
| memmap.memmap | 16 |
==> routing by layer <==
| layer | track usage (%) | vias to the layer above | wire (µm) |
|---|---|---|---|
| met1 | 6.79 | 489 | 1540 |
| met5 | 0 | - | 0 |
| met3 | 0.962 | 0 | 184 |
| met2 | 8.64 | 17 | 1560 |
| li1 | - | 519 | - |
| met4 | 0.338 | 0 | 0 |
==> report_power, final <==
part	total (mW)	internal, mW	leakage (nW)	switching (mW)
combinational	0.154	0.0844	0.338	0.0692
clock	0.102	0.0723	0.0228	0.0293
sequential	0.147	0.112	0.355	0.0348
total	0.403	0.269	0.716	0.133
==> cells in the mapped netlist, types with 2 or more instances <==
library cell	instances
sky130_fd_sc_hd__a211oi_1	3
sky130_fd_sc_hd__a221oi_1	2
sky130_fd_sc_hd__and2_1	4
sky130_fd_sc_hd__buf_2	3
sky130_fd_sc_hd__buf_4	2
sky130_fd_sc_hd__buf_6	3
sky130_fd_sc_hd__clkbuf_1	15
sky130_fd_sc_hd__conb_1	2
sky130_fd_sc_hd__dfrtp_1	16
sky130_fd_sc_hd__dfstp_2	7
sky130_fd_sc_hd__dfxtp_1	7
sky130_fd_sc_hd__inv_1	4
sky130_fd_sc_hd__mux2i_1	7
sky130_fd_sc_hd__nand2_1	9
sky130_fd_sc_hd__nand3_1	4
sky130_fd_sc_hd__nand3b_1	4
sky130_fd_sc_hd__nor2_1	9
sky130_fd_sc_hd__nor2b_1	5
sky130_fd_sc_hd__nor3_1	3
sky130_fd_sc_hd__nor3b_1	6
sky130_fd_sc_hd__nor4_1	2
sky130_fd_sc_hd__o21ai_1	4
sky130_fd_sc_hd__o31ai_1	2
sky130_fd_sc_hd__xnor2_1	6
sky130_fd_sc_hd__xor2_1	4
==> through the flow <==
step	cells	utilization, %	setup WS [ps]	total power, mW	area [µm²]
finish	264	22.3	154	0.403	1850
global placement	260	21.7	189	0.301	1800
CTS	264	22.3	150	0.408	1850
floorplan	153	-	1310	0.253	1550
detailed placement	260	21.7	163	0.304	1800
global route	264	22.3	49.0	0.438	1850
==> path summary, 6_finish.rpt <==
check,start,to,slack (ps),depth (start not counted)
setup / recovery,a1513[13],b14,150,6
hold / removal,clkgen.cpucnt[0]$_SDFF_PN0_,clkgen.cpucnt[0]$_SDFF_PN0_,470,1
setup reg to reg,clkgen.cpucnt[1]$_SDFF_PN0_,clkgen.cpuclk$_DFFE_PN_,2400,3
hold reg to reg,clkgen.cpucnt[0]$_SDFF_PN0_,clkgen.cpucnt[0]$_SDFF_PN0_,470,1
==> cell type report <==
cell class                      count  area (µm²)  area share (%)
Inverter                            5        18.8            1.02
Clock buffer                        4        45.0            2.44
Timing Repair Buffer               25         245            13.3
Tap cell                          105         131            7.11
Sequential cell                    31         754            40.9
Multi-Input combinational cell     94         652            35.3
Power figures rest on the tool's default switching activity, not on a simulated workload.
